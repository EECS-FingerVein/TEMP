File: flow/run.sh
#!/bin/bash
# OpenROAD 26Q1-2900-gdf79404cd8, Yosys 0.63+post, stock flow scripts
make -C /OpenROAD-flow-scripts/flow DESIGN_CONFIG=/design/flow/config.mk WORK_HOME=/design/flow/orfs finish
File: flow/config.mk
export PLATFORM = sky130hd
export DESIGN_NAME = addr_counter
export DESIGN_NICKNAME = addr_counter
export VERILOG_FILES = /design/flow/design.v
export SDC_FILE = /design/flow/constraint.sdc
export NUM_CORES = 4
export LEC_CHECK = 1
export CORE_AREA = 10 10 70 70
export DIE_AREA = 0 0 80 80
File: flow/constraint.sdc
current_design addr_counter

set clk_period 2.2
set clk_io_pct 0.2

create_clock -name clk0 -period $clk_period [get_ports {clk}]

set non_clock_inputs [all_inputs -no_clocks]
set_input_delay [expr $clk_period * $clk_io_pct] -clock clk0 $non_clock_inputs
set_output_delay [expr $clk_period * $clk_io_pct] -clock clk0 [all_outputs]
File: flow/design.v
`timescale 1ns / 1ps
module addr_counter(clk,reset,pushpixel,addr);
    input clk;
    input reset;
    input pushpixel;
    output reg [10:0] addr;
    always @ (posedge clk) begin
        if (reset)
            addr <= 11'b000_0000_0000;
        else if (pushpixel)
            addr <= addr + 11'b000_0000_0001;
        else 
            addr <= addr;
        end
endmodule
==> flow_summary.json <==
{
  "area_growth_pct": 41.71,
  "cts_sinks": 11,
  "tightest_slew_ns": 0.2701,
  "period_minus_slack_ns": 1.674,
  "largest_reg_flops": 11,
  "p_leak_uw": 0.0002570,
  "h-tree-depth": 1,
  "layout_setup_ws_ns": 0.5264,
  "row_count": 21,
  "grt_pass1_wl_mm": 2.007,
  "power.density_mw_per_mm2": 509.3,
  "viasPerCell": 3.678,
  "slowest_stage": "clkdlybuf4s50_1",
  "cts.path.max_buffers": 2,
  "required_ns": 1.76,
  "yosysCellCount": 55,
  "ioPinCount": 14,
  "max_cap_violations": 0,
  "ys_seq_elements": 11,
  "synth_cells": 55,
  "diodes": 0,
  "max_stage_delay_ns": 0.52,
  "postCtsHoldBufs": 0,
  "min_path_type": "reg2reg",
  "end_kind": "output pin",
  "cts_buffers": 3,
  "cp-start-kind": "register",
  "drive_above_1_share_pct": 11.11,
  "top_area_cell": "dfxtp_1",
  "cts_tree": "yes",
  "outcome": "completed",
  "warning_count": 25,
  "reg_top3": "addr (11)",
  "wl_mm": 1.145,
  "die_h_um": 80,
  "cts_root_buffer": "clkbuf_4",
  "synth_top_area_share_pct": 42.93,
  "crit_type": "reg2out",
  "cts_setup_buffers": 0,
  "yosys_area_um2": 513.0,
  "crit_family": "buffers and inverters",
  "top_cells_by_area": "dfxtp_1, o31ai_1, or4_1",
  "grt_antenna_before_repair": 0,
  "regMostFlops": "addr",
  "cp.buffers_inverters": 1,
  "final_cell_mix": "clkdlybuf4s50_1, dfxtp_1, nor2_1",
  "cts_resized": 0,
  "synth.distinct_cells": 22,
  "clk-insertion-delay-late_ns": 0.26,
  "grt_max_degree": 12,
  "synth_warnings": 1,
  "skew_ns": 0.003241,
  "antenna_left": 0,
  "dieWidth_um": 80,
  "max_freq_mhz": 597.5,
  "avgSynthCellArea_um2": 9.327,
  "cp_max_fo": 5,
  "rsz0062_at_grt": "no",
  "drv_slew": 0,
  "synth_area_um2": 513.0,
  "grt_overflow_total": 0,
  "dr.first_iter.drc_count": 10,
  "die_area_mm2": 0.006400,
  "wl_per_cell_um": 9.703,
  "maxSlewHeadroom_pct": 81.83,
  "core_mm2": 0.003416,
  "pre_cts_ws_ns": 0.2994,
  "post-dp-hpwl_um": 925.4,
  "ir_drop_v": 0.0003429,
  "ys_seq_share_pct": 42.93,
  "initCoreUtil_pct": 15.02,
  "port_buffers": 13,
  "hold_violations": 0,
  "grt_pass1_vias": 407,
  "arrival_ns": 1.23,
  "finalCritPeriodShare_pct": 76.07,
  "setup_violations": 0,
  "mostFrequentLayoutCell": "clkdlybuf4s50_1",
  "grtUsageTotal_pct": 3.842,
  "path_cells": "clkdlybuf4s50_1",
  "vias": 434,
  "drc": 0,
  "dr.pass1.iters": 4,
  "gp_congestion": 0.8109,
  "fin_setup_tns_ns": 0,
  "clk_pin_slew_ns": 0.06
}
## final timing paths
path,from,endpoint,slack [ns],depth (start not counted)
worst max-delay path,addr[3],addr[3],0.53,1
worst min-delay path,addr[9],addr[9],0.50,2
worst max register to register,addr[0],addr[10],0.70,4
worst min register to register,addr[9],addr[9],0.50,2
## metrics by stage
stage	std cells	utilization (%)	cell area (um2)	total power (uW)	hold WS (ns)
after floorplan	55	-	513.0	227.3	0.4519
after global placement	114	20.51	700.7	242.8	0.4932
after detailed placement	114	20.51	700.7	243.3	0.4879
after CTS	118	21.28	726.9	376.9	0.4988
after global routing	118	21.28	726.9	396.8	0.5128
final	118	21.28	726.9	370.3	0.4978
## report_power, final
| group | internal (uW) | total, uW | switching (uW) |
|---|---|---|---|
| Combinational | 17.5 | 29.9 | 12.5 |
| Clock | 70.1 | 132 | 61.9 |
| Sequential | 203 | 208 | 5.24 |
| Total | 291 | 370 | 79.6 |
## logic make-up after synthesis
logic type,Yosys count,share of synthesized area (%)
adders and majority gates,1,2.439
xor gates and xnor gates,4,6.831
AOI/OAI and AO/OA,10,11.71
DFF,11,42.93
muxes,2,4.146
and+or+nand+nor,22,26.83
buffers and inverters,5,5.121
## final cells by class
| cell class | count | area [um2] |
|---|---|---|
| Clock buffer | 4 | 26.28 |
| Fill cell | 390 | 2689 |
| Inverter | 3 | 11.26 |
| Multi-Input combinational cell | 39 | 266.5 |
| Sequential cell | 11 | 220.2 |
| Tap cell | 46 | 57.56 |
| Timing Repair Buffer | 15 | 145.1 |
## routing by layer
| layer | share of wire, % | vias to the layer above | GRT usage, % |
|---|---|---|---|
| li1 | - | 236 | - |
| met2 | 45 | 9 | 5.778 |
| met1 | 45 | 189 | 4.727 |
| met5 | 0 | - | 0 |
| met4 | 0 | 0 | 0.3521 |
| met3 | 9.8 | 0 | 2.386 |
## Yosys cell counts
cell type  count
inv_1          3
nor2_1         6
clkbuf_1       1
o31ai_1        4
nand2_1        4
nand4_2        1
ha_1           1
nand4_4        1
xnor2_1        1
or3_1          1
xor2_1         3
mux2_2         1
nand3_1        1
buf_6          1
or4_1          4
mux2i_1        1
a21oi_1        5
nor4_1         1
o21ai_0        1
nand4_1        2
nor2b_1        1
dfxtp_1       11
No activity file was given, so power comes from the tool's default toggle rates.
