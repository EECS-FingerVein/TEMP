$ cat flow/design.v
`timescale 1ns / 1ps
module calculate(multi_act,w1,w2,w3,w4,w5,w6,w7,w8,w9,
                    k1,k2,k3,k4,k5,k6,k7,k8,k9,sum);
    input multi_act;
    input [7:0] w1;
    input [7:0] w2;
    input [7:0] w3;
    input [7:0] w4;
    input [7:0] w5;
    input [7:0] w6;
    input [7:0] w7;
    input [7:0] w8;
    input [7:0] w9;
    input [7:0] k1;
    input [7:0] k2;
    input [7:0] k3;
    input [7:0] k4;
    input [7:0] k5;
    input [7:0] k6;
    input [7:0] k7;
    input [7:0] k8;
    input [7:0] k9;
    output [8:0] sum;
    assign sum = w1*k1+w2*k2+w3*k3+w4*k4+w5*k5+w6*k6+w7*k7+w8*k8+w9*k9;
endmodule
$ cat flow/run.sh
#!/bin/bash
# OpenROAD 26Q1-2900-gdf79404cd8, Yosys 0.63+post, stock flow scripts
make -C /OpenROAD-flow-scripts/flow DESIGN_CONFIG=/design/flow/config.mk WORK_HOME=/design/flow/orfs finish
$ cat flow/config.mk
export PLATFORM = sky130hd
export DESIGN_NAME = calculate
export DESIGN_NICKNAME = calculate
export VERILOG_FILES = /design/flow/design.v
export SDC_FILE = /design/flow/constraint.sdc
export NUM_CORES = 4
export LEC_CHECK = 1
export CORE_UTILIZATION = 50
$ cat flow/constraint.sdc
current_design calculate

set clk_period 16.5
set clk_io_pct 0.2

create_clock -name clk0 -period $clk_period

set non_clock_inputs [all_inputs -no_clocks]
set_input_delay [expr $clk_period * $clk_io_pct] -clock clk0 $non_clock_inputs
set_output_delay [expr $clk_period * $clk_io_pct] -clock clk0 [all_outputs]
==> impl_metrics.yaml <==
# yosys + openroad results
worst_hold_path:
  holdPathEnd: "sum[0]"
  min-delay-start: "k8[0]"
  hold_depth: 5
  hold_class: "input port to output pin"
sta:
  worst_pin_slew_ns: 0.4542
  max_clock_freq_mhz: 68.56
  post-route-period-util_pct: 88.40
  finalSetupTns_ns: 0
  finalHoldViolCount: 0
  rsz0062_at_grt: "false"
  hold_slack_ns: 8.189
  min_period_ns: 14.59
  finalSetupViolCount: 0
  slew_viol_final: 0
  relSlewSlack_pct: 69.50
  worst_slack_ns: 1.914
layout:
  final_layout_top_logic_cell: "inv_1"
  fill_cells: 1979
  seq_area_um2: 0
  design.seq.count: 0
  clock_buffers: 0
  layout.cells.non_filler: 1642
  fin_area_um2: 12770
  lay_top_cells: "300 x inv_1, 242 x fa_1, 214 x nand2_1"
  area_delta_synth_final_pct: 17.21
  drive_gt1_share_pct: 0
placement:
  gp_congestion: 0.9143
  place_area_um2: 12770
  place_ws_ns: 1.853
  hpwlAfterDp_um: 23220
  dp_cells: 1642
  io_buffers: 153
grt:
  grt_pass1_vias: 8145
  antenna_found_initial: 0
  grt_pass1_wl_um: 41610
  grt_max_degree: 9
  overflow: 0
  grtUsageTotal_pct: 26.18
synth:
  top_area_share_pct: 44.46
  netlist_area_um2: 10900
  topCellsByArea: "fa_1 44%, ha_1 17%, inv_1 10%"
  yosys_cells: 1214
  postSynthSeqShare_pct: 0
  yosys_warnings: 0
  avgSynthCellArea_um2: 8.976
  yosys.area.top_type: "fa_1"
  post_synth_num_cell_types: 12
  syn_inst: 1214
  ys_area_um2: 10900
worst_setup_path:
  crit_path_frequent_cell: "fa_1"
  required_ns: 13.20
  worstSetupPathType: "input port to output pin"
  max_stage_delay_ns: 0.64
  cp.arrival_ns: 11.29
  critPathCaptureType: "output pin"
  slowest_stage: "clkdlybuf4s50_1"
  cp_max_fo: 8
  start_kind: "input port"
floorplan:
  ioPinCount: 154
  rows: 53
  fp_util_pct: 51.35
  chipArea_um2: 22390
  fp.dieH_um: 149.6
  dieWidth_um: 149.6
  coreArea_um2: 21220
routing:
  routed_wl_um: 24890
  routedWlPerCell_um: 15.16
  diodes: 0
  dr.pass1.iters: 4
  via_per_inst: 4.699
  vias: 7715
  drc: 0
  final_antenna_net_count: 0
  first_iter_violations: 172
run:
  drv_cap: 0
  warnings: 34
clock_tree:
  post_cts_buffers: 0
  cts_resized: 0
  hold_buffers: 0
status:
  status: "complete, no violations"
==> worst max path at each step <==
stage / start / end / slack (ns) / cells after the start
final: k7[0] / sum[8] / 1.91 / 27
after global routing: k7[1] / sum[8] / 1.50 / 27
after CTS: k7[0] / sum[8] / 1.85 / 27
==> routing by layer <==
layer / GRT usage, % / routed length [um] / vias up
met5: 0 / 0 / -
met4: 0.7653 / 74 / 0
met3: 8.665 / 2160 / 4
met2: 37.59 / 10720 / 191
met1: 43.29 / 11940 / 3714
li1: - / - / 3806
==> through the flow <==
step	utilization (%)
global route	60.19
CTS	60.19
floorplan	-
detailed placement	60.19
finish	60.19
global placement	60.19
==> cell families after synthesis <==
family / share of synthesized area (%)
AND/OR/NAND/NOR: 17.37
adder cells (fa/ha/maj): 60.99
buffers and inverters: 10.33
XOR/XNOR: 11.02
AND-OR/OR-AND: 0.2756
==> synth_stat cells <==
library cell / count
a21o_1: 1
o21bai_1: 1
and2_1: 173
inv_1: 300
nor2_1: 2
fa_1: 242
a21oi_1: 3
nand2_1: 214
xor2_1: 24
xnor2_1: 108
xnor3_1: 2
ha_1: 144
==> final cells by class <==
cell class                      instances  area, um^2  area share, %
Multi-Input combinational cell        914        9771          76.50
Timing Repair Buffer                  153        1531          11.99
Inverter                              300        1126          8.817
Tap cell                              275       344.1          2.694
==> critical path: cells and delay by family <==
kind,cells,cell delay [ns]
adder cells (fa/ha/maj),11,5.35
buffers and inverters,10,1.52
XOR/XNOR,3,0.59
AND-OR/OR-AND,2,0.39
AND/OR/NAND/NOR,1,0.13
